$ cat flow/run.sh
#!/bin/bash
# OpenROAD 26Q1-2900-gdf79404cd8, Yosys 0.63+post, stock flow scripts
make -C /OpenROAD-flow-scripts/flow DESIGN_CONFIG=/design/flow/config.mk WORK_HOME=/design/flow/orfs finish
$ cat flow/config.mk
export PLATFORM = sky130hd
export DESIGN_NAME = mul
export DESIGN_NICKNAME = mul
export VERILOG_FILES = /design/flow/design.v
export SDC_FILE = /design/flow/constraint.sdc
export NUM_CORES = 4
export LEC_CHECK = 1
export CORE_UTILIZATION = 30
$ cat flow/constraint.sdc
current_design mul

set clk_period 12.3
set clk_io_pct 0.2

create_clock -name clk0 -period $clk_period [get_ports {ck}]

set non_clock_inputs [all_inputs -no_clocks]
set_input_delay [expr $clk_period * $clk_io_pct] -clock clk0 $non_clock_inputs
set_output_delay [expr $clk_period * $clk_io_pct] -clock clk0 [all_outputs]
$ cat flow/design.v
module mul(A,B,O,ck,start,fin);
  input [7:0] A, B;
  input ck,start;
  output [16:0] O;
  output fin;
  reg [81:0] c$ds_app_arg = {17'b00000000000000000,   64'sd0,   1'b0};
  wire [99:0] result_4;
  reg  c$case_alt;
  wire [16:0] y;
  wire [7:0] b;
  wire signed [63:0] y2;
  wire signed [63:0] st;
  wire [15:0] eta4;
  wire [17:0] result;
  assign eta4 = {A, B};
  always @(posedge ck) begin : c$ds_app_arg_register
    if (start==1) begin
      c$ds_app_arg <= {17'b00000000000000000,   64'sd0,   1'b0};
    end else begin
      c$ds_app_arg <= result_4[99:18];
    end
  end
  assign result = result_4[17:0];
  assign result_4 = {{(y << 64'sd1) + ({9'b000000000,(eta4[15:8] * (8'b00000001 & (b >> 64'sd7 - y2)))}),
                      y2 + 64'sd1,   c$case_alt},   {y,
                                                     c$ds_app_arg[0:0]}};
  always @(*) begin
    case(y2)
      64'sd7 : c$case_alt = 1'b1;
      default : c$case_alt = 1'b0;
    endcase
  end
  assign y = c$ds_app_arg[81:65];
  assign b = eta4[7:0];
  assign y2 = st;
  assign st = $signed(c$ds_app_arg[64:1]);
  assign O = result[17:1];
  assign fin = result[0:0];
endmodule
==> Changelog: implementation <==
### Metrics

* Status: finished, final reports clean
* Origin of the critical flop-to-flop path: c$ds_app_arg[15]$_SDFF_PP0_
* Mapped Area at 0.00549 mm^2
* Largest register FFs at 82
* Gpl congestion at 0.859
* Worst Tran Pin Value at 0.856 ns
* Max Clock Skew at 0.00577 ns
* N_diodes at 0
* Init Core Util at 30.6%
* First-pass GRT wire length at 21.8 mm
* Total wire length at 12.8 mm
* Cells after DPL at 912
* Area after DPL at 0.00580 mm^2
* Warnings, synthesis at 1
* Cts bufs inserted at 9
* Die area at 0.0188 mm^2
* Power Density at 100 mW/mm^2
* Crit Path Max Fanout at 8
* Count of library flops with an enable pin at 0
* Yosys reg bits at 82
* Clock Tree Buf Depth at 2
* Main area contributors: dfxtp_1 (30%), xnor2_1 (7.2%), nor2_1 (6.8%), xor2_1 (5.3%), clkbuf_1 (3.5%)
* Leakage at 2.31 nW
* CTS root buffer: clkbuf_16
* Final non-filler cell total at 928
* Cells after Synth at 719
* Slowest stage delay, CP at 0.56 ns
* Crit path launch: B[0]
* Clock tree sinks at 82
* CP max stage cell: or4_4
* Crit path kind: in2reg
* Die Wd at 137 um
* Port bufs at 35
* Relative slew slack at 42.8%
* Io pins at 36
* Worst skew pair latency at 0.35 ns
* Dominant flop cell: dfxtp_1
* Finished Cell Area at 0.00608 mm^2
* Layout cells sized above 1 at 5.44%
* Initial antenna violation count at 0
* Tmin final at 6.30 ns
* Synth top area share at 29.9%
* Fmax at 159 MHz
* Vias per cell at 5.17
* CTS tree: yes
* Worst hold slack at 0.492 ns
* CP endpoint kind: flip-flop
* Peak VDD IR at 0.0655 mV
* Worst path arrival time at 6.51 ns
* CORE AREA at 0.0180 mm^2
* # rows at 49
* Setup crit start kind: primary input
* Dpl hpwl at 9.39 mm
* Hold_buf cts at 0
* Area grow syn2layout at 10.8%
* CP cell instances: clkdlybuf4s50_1 > mux4_2 > mux2_2 > o2111a_1 > o2111ai_1 > or4_4 > nor4_4 > and3_1 > ha_1 > a21o_1 > a21oi_1 > o21bai_1 > a21oi_1 > o21ai_0 > nand3_1 > xor2_1 > nor2_1
* Crit path DRT at 12.51 ns
* Yosys Chip Area at 0.00549 mm^2
* Worst min-delay path class: reg2reg
* FFs w/ async S/R, synth at 0%
* Setup Fix Bufs, Post-CTS at 0
* Vias in the first global route at 4,347
* Log Warnings at 26
* Largest net degree at the start of global routing at 46
* DR vias at 4,801
* GRT Resource Usage Total at 14.7%
* Final core utilization at 33.9%
* Vertical die size at 137 um
* MaxCap Viol Count at 0
* Area leader, netlist: dfxtp_1
* WL/cell at 13.8 um
* Total grt overflow at 0
* DRT iter0 DRCs at 352
* CTS resizes at 0
* Biggest register: c$ds_app_arg
* Post-DRT Antenna Nets at 0
* Cell variety after synth at 60
* Largest registers: c$ds_app_arg x82
* Clk pin slew, worst setup/hold paths at 0.06 ns
* Crit-path most repeated cell: a21oi_1
* CTS H-tree depth at 3
* Post-synthesis sequential area ratio at 29.9%
* Max Slew Vio Count at 0
* Syn avg cell area at 7.64 um^2
* DRC viols at 0
* Unrepaired setup endpoints after global routing: false
* Min-delay src: c$ds_app_arg[1]$_SDFF_PP0_
* Drt pass-1 iters at 5
* Final hold viol count at 0
* # Cells Yosys at 719
* Final setup vio count at 0
* Final period utilization at 51.2%
* Setup TNS at 0 ns
[cell usage after synthesis, types with 2 or more instances]
master	n
or4b_2	2
o211ai_1	5
nand4_1	30
and4_1	8
inv_1	20
clkbuf_1	51
nor4_1	16
mux2i_1	3
or2_2	3
nand2b_1	4
or4_1	12
and2_1	6
nor3_1	32
nor3b_1	3
nor2b_1	9
a21oi_1	29
o21bai_1	2
ha_1	10
dfxtp_1	82
nand2_1	38
a2111oi_0	3
mux4_2	2
buf_1	2
a21o_1	4
nand3_1	34
xnor2_1	45
nand4b_1	2
o22ai_1	7
nor4b_1	3
or4_4	4
or3_1	27
o21ai_0	22
buf_2	3
xor2_1	33
a31oi_1	7
o31a_1	2
o211a_1	2
and3_1	15
nor2_1	100
buf_4	17
[power breakdown]
part | internal, W | switching, W | total, W
Sequential | 0.000275 | 0.00000918 | 0.000284
Combinational | 0.0000421 | 0.0000296 | 0.0000716
Clock | 0.000147 | 0.000106 | 0.000253
Total | 0.000464 | 0.000145 | 0.000609
[worst max-delay path: cells and delay by family]
family / cells / cell delay [ns]
xor gates and xnor gates: 1 / 0.16
and+or+nand+nor: 5 / 1.55
adders and majority gates: 1 / 0.24
AOI/OAI and AO/OA: 7 / 1.25
buffers and inverters: 1 / 0.45
muxes: 2 / 0.38
[per-stage QoR]
stage | total power (W) | setup WS, ns
2_1_floorplan | 0.000341 | 6.61
3_3_place_gp | 0.000362 | 5.70
3_5_place_dp | 0.000362 | 5.63
4_1_cts | 0.000619 | 5.99
5_1_grt | 0.000638 | 5.57
6_report | 0.000609 | 6.00
[worst paths after layout]
path,to,slack (ns),depth (start not counted)
setup / recovery,c$ds_app_arg[79]$_SDFF_PP0_,6.00,17
hold / removal,c$ds_app_arg[1]$_SDFF_PP0_,0.49,1
setup reg to reg,c$ds_app_arg[79]$_SDFF_PP0_,6.52,17
hold reg to reg,c$ds_app_arg[1]$_SDFF_PP0_,0.49,1
[layout by cell type (no fill, tap or decap), drive strengths merged, types with 3 or more instances in the layout]
cell | netlist | final
and3 | 15 | 15
a21oi | 29 | 29
a2111oi | 4 | 4
ha | 10 | 10
o21ai | 22 | 22
xnor2 | 45 | 45
and4 | 8 | 8
clkinv | 0 | 3
and2 | 6 | 6
or3 | 27 | 27
a31oi | 7 | 7
nor3 | 33 | 33
xor2 | 33 | 33
or2 | 3 | 3
clkbuf | 51 | 12
inv | 20 | 20
nand2 | 38 | 38
nor3b | 3 | 3
nand3 | 34 | 34
or4 | 16 | 16
o211ai | 5 | 5
mux2i | 3 | 3
buf | 23 | 4
nor4 | 17 | 17
o22ai | 7 | 7
nand2b | 4 | 4
clkdlybuf4s50 | 0 | 34
nor2 | 100 | 100
dfxtp | 82 | 82
nand4 | 30 | 30
a21o | 4 | 4
nor4b | 4 | 4
nor2b | 9 | 9
[cell families (layout without fill, tap and decap cells)]
family	Yosys count	count (layout)	share of synthesized area, %
DFF	82	82	29.9
buffers and inverters	94	74	7.79
AOI/OAI and AO/OA	94	94	11.1
muxes	6	6	1.57
adders and majority gates	11	11	2.64
xor gates and xnor gates	78	78	12.4
and+or+nand+nor	354	354	34.6
[metal layers]
metal,global-route usage [%],part of all wire (%),up-vias
met4,1.95,1.5,0
met2,22.2,44,87
met5,0,0,-
met3,2.29,4.1,14
met1,23.0,51,2206
li1,-,-,2494
[layout make-up]
class | instances | area, um^2
Clock inverter | 4 | 26.3
Fill cell | 1846 | 11900
Tap cell | 229 | 287
Inverter | 20 | 75.1
Timing Repair Buffer | 38 | 368
Clock buffer | 12 | 256
Multi-Input combinational cell | 543 | 3430
Sequential cell | 82 | 1640
Power figures rest on the tool's default switching activity, not on a simulated workload.
