==> ./run.sh <==
#!/bin/bash
# OpenROAD 26Q1-2900-gdf79404cd8, Yosys 0.63+post, stock flow scripts
make -C /OpenROAD-flow-scripts/flow DESIGN_CONFIG=/design/flow/config.mk WORK_HOME=/design/flow/orfs finish
==> ./config.mk <==
export PLATFORM = sky130hd
export DESIGN_NAME = alu
export DESIGN_NICKNAME = alu
export VERILOG_FILES = /design/flow/design.v
export SDC_FILE = /design/flow/constraint.sdc
export NUM_CORES = 4
export LEC_CHECK = 1
export CORE_AREA = 10 10 110 110
export DIE_AREA = 0 0 120 120
==> ./constraint.sdc <==
current_design alu

set clk_period 5.7
set clk_io_pct 0.2

create_clock -name clk0 -period $clk_period [get_ports {ck}]

set non_clock_inputs [all_inputs -no_clocks]
set_input_delay [expr $clk_period * $clk_io_pct] -clock clk0 $non_clock_inputs
set_output_delay [expr $clk_period * $clk_io_pct] -clock clk0 [all_outputs]
==> ./design.v <==
module alu(A,B,O,CTR,ck);
  input [7:0] A, B;
  input [3:0] CTR;
  input ck;
  output [7:0] O;
  reg [7:0] INA, INB, O;
  reg [3:0] C;
  wire [7:0] OUT;
  reg [3:0] c$ds_app_arg;
  wire [7:0] c$case_alt;
  wire [7:0] c$case_alt_0;
  reg [7:0] result_1;
  reg [7:0] acc = 8'b00000000;
  wire [7:0] a;
  wire [7:0] b;
  wire [3:0] c;
  wire [19:0] eta2;
  assign eta2 = {A,   B,   CTR};
  always @(*) begin
    case(c)
      4'b0000 : c$ds_app_arg = 4'd0;
      4'b0001 : c$ds_app_arg = 4'd1;
      4'b1000 : c$ds_app_arg = 4'd2;
      4'b1001 : c$ds_app_arg = 4'd3;
      4'b1010 : c$ds_app_arg = 4'd4;
      4'b1011 : c$ds_app_arg = 4'd5;
      4'b1100 : c$ds_app_arg = 4'd6;
      4'b1101 : c$ds_app_arg = 4'd7;
      4'b1110 : c$ds_app_arg = 4'd8;
      4'b1111 : c$ds_app_arg = 4'd9;
      default : c$ds_app_arg = 4'd10;
    endcase
  end
  wire [2*8-1:0] bv;
  assign bv = {a,a} << (64'sd1 % 8);
  assign c$case_alt = bv[2*8-1 : 8];
  wire [2*8-1:0] bv_0;
  assign bv_0 = {a,a} >> (64'sd1 % 8);
  assign c$case_alt_0 = bv_0[8-1 : 0];
  always @(*) begin
    case(c$ds_app_arg)
      4'b0000 : result_1 = a + b;
      4'b0001 : result_1 = a - b;
      4'b0010 : result_1 = a & b;
      4'b0011 : result_1 = a | b;
      4'b0100 : result_1 = a ^ b;
      4'b0101 : result_1 = {8 {1'bx}};
      4'b0110 : result_1 = a >> 64'sd1;
      4'b0111 : result_1 = a << 64'sd1;
      4'b1000 : result_1 = c$case_alt_0;
      4'b1001 : result_1 = c$case_alt;
      default : result_1 = 8'b00000000;
    endcase
  end
  always @(posedge ck) begin : acc_register
    acc <= result_1;
    O <= OUT;
  end
  assign a = eta2[19:12];
  assign b = eta2[11:4];
  assign c = eta2[3:0];
  assign OUT = acc;
endmodule
==> flow_summary.toml <==
# yosys + openroad results
[yosys]
ff_type = "dfxtp_1"
yosys-stat-area_sq_um = 1520
yosysWarnings = 1
common_cells = "ha_1 (26), inv_1 (21), dfxtp_1 (16)"
async_reset_ff_share_pct = 0
edf_count = 0
largest_area_cell = "ha_1"
yosysTopAreaCellShare_pct = 21.4
syn_area_sq_um = 1520
yosysMostFrequentCell = "ha_1"
synth_cells = 176
yosysSeqAreaShare_pct = 21.1
yosys_cells = 176
yosys-top-cells-area = "ha_1 (21%), dfxtp_1 (21%), inv_1 (5.2%)"
synth-seq-cells = 16
synth_area_per_cell_sq_um = 8.63
ys_types = 54

[timing]
fmax_mhz = 219
period_used_pct = 80.0
rsz0062_at_grt = "no"
slew_violations = 0
worst_slew_pin_slew_ps = 858
period_needed_ps = 4560
setup_violations = 0
skew_ps = 0.678
max_slew_margin_pct = 42.3
hold_viol = 0
tns_ps = 0

[clock_network]
clockRootBuffer = "clkbuf_8"
clock_sinks = 16
clk_pin_slew_worst_paths_ps = 50
cts_setup_buffers = 0
cts_buffers = 3
cts-hold-fix-buffers = 0
postCtsResizedCells = 0
cts_tree = "done"
clock_latency_ps = 240
cts_htree_levels = 1
clockBufferDepth = 2

[finish]
drive_gt1_share_pct = 5.00
fin_cells = 333
area_delta_synth_final_pct = 30.1
final_util_pct = 20.2

[floorplan]
ioPinCount = 29
core-area_sq_um = 9770
die_x_um = 120
fp.dieArea_sq_um = 14400
rows = 36
fp_util_pct = 15.5
fp.dieH_um = 120

[power]
max-vdd-ir-drop_uv = 81.9
power.density_nw_per_um2 = 177
leakage_uw = 0.000801

[critical_path]
crit_end = "acc[5]"
reg2reg_depth = 0
r2r_end = "O[7]"
cp_max_fo = 15
crit_arrival_ps = 4710
critPathRequiredTime_ps = 5850
reg2reg_from = "acc[7]"
ff2ff_setup_slack_ps = 5300
slowest_stage = "clkdlybuf4s50_1"
critical_path_class = "in2reg"
cp-start-kind = "input port"
crit_start = "CTR[1]"
slowest_delay_ps = 790
crit_chain = "clkdlybuf4s50_1 > inv_2 > ha_1 > and4bb_1 > o221ai_2 > o21ai_0 > inv_1 > ha_1 > nor2b_1 > o31a_1 > o21a_1 > o21a_1 > o31ai_1"
endpoint_kind = "register"

[placement]
place_hpwl_mm = 3.68
dp_cells = 330
portBuffers = 28
gp_congestion = 0.932

[global_routing]
grt_overflow_total = 0
gr-usage-all-layers_pct = 6.01
grt_pass1_vias = 1401
antenna_found_initial = 0
grt_max_degree = 16
grt_pass1_wl_mm = 7.18

[routing]
wl_per_cell_um = 13.1
vias = 1371
drt_wl_total_mm = 4.37
met3_length_um = 385
diodes = 0
viasPerCell = 4.12
route.detailed.drc = 0
ant_nets = 0
met1Wirelength_mm = 1.85
firstDrtPassIters = 4
dr_wl_met2_mm = 2.05
drtIter0Drc = 76
highest_layer = "met4"

[status]
status = "finished clean"

[flow_run]
tool_warnings = 35
max-cap-violations = 0

[hold_path]
min_path_type = "reg2reg"
-- power by group --
part / internal [uW] / switching [uW] / leakage [uW]
clock: 46.6 / 31.8 / 0.0000216
combinational: 69.2 / 67.7 / 0.000646
sequential: 130 / 3.58 / 0.000133
-- registers in the layout, indices dropped and copies added, names as in the netlist --
signal	flops
O	8
acc	8
-- worst min-delay path by stage --
stage,start,endpoint,slack [ps],cells past startpoint
finish,acc[2],O[2],330,0
CTS,acc[2],O[2],330,0
global route,acc[2],O[2],330,0
-- worst max-delay path, delay by kind of cell --
kind,cells,cell delay [ps]
fa+ha+maj,2,710
compound gates,6,1400
buf+inv,3,960
simple gates,2,510
-- layout make-up --
cell class	count	area (sq um)
Sequential cell	16	320
Inverter	22	82.6
Tap cell	133	166
Fill cell	1069	7800
Clock buffer	3	41.3
Timing Repair Buffer	28	280
Multi-Input combinational cell	131	1080
-- cell usage in the layout (no fill, tap or decap), types with 3 or more instances in the layout --
cell type / count
a21oi_1: 5
a22oi_1: 3
clkbuf_8: 3
clkdlybuf4s50_1: 28
dfxtp_1: 16
ha_1: 26
inv_1: 21
nand2_1: 11
nand3_1: 4
nor2_1: 4
nor2b_1: 3
o21a_1: 7
o21ai_0: 8
o31ai_1: 5
xnor2_1: 6
-- cells by family (layout without fill, tap and decap cells) --
group / after synthesis / after routing / synth area share [%]
compound gates: 56 / 56 / 28.0
xor+xnor: 8 / 8 / 4.61
fa+ha+maj: 27 / 27 / 22.7
buf+inv: 29 / 53 / 7.50
flops: 16 / 16 / 21.1
mux: 1 / 1 / 0.659
simple gates: 39 / 39 / 15.4
-- per-stage QoR --
step	total power [uW]	area [sq um]	setup WS, ps	hold WS (ps)
after floorplan	214	1520	2000	310
after global placement	272	1930	954	312
after detailed placement	273	1930	889	313
after CTS	352	1980	1130	325
after global routing	375	1980	821	332
final	349	1980	1140	325
-- layer usage --
| layer | GRT usage (%) | vias up |
|---|---|---|
| met5 | 0 | - |
| li1 | - | 698 |
| met4 | 1.43 | 0 |
| met3 | 1.71 | 6 |
| met2 | 10.3 | 50 |
| met1 | 7.28 | 617 |
No activity file was given, so power comes from the tool's default toggle rates.
